<file path="flow/run.sh">
#!/bin/bash
# OpenROAD 26Q1-2900-gdf79404cd8, Yosys 0.63+post, stock flow scripts
make -C /OpenROAD-flow-scripts/flow DESIGN_CONFIG=/design/flow/config.mk WORK_HOME=/design/flow/orfs finish
</file>
<file path="flow/config.mk">
export PLATFORM = sky130hd
export DESIGN_NAME = spi_master_apb_if
export DESIGN_NICKNAME = spi_master_apb_if
export VERILOG_FILES = /design/flow/design.v
export SDC_FILE = /design/flow/constraint.sdc
export NUM_CORES = 4
export LEC_CHECK = 1
export CORE_AREA = 10 10 244 244
export DIE_AREA = 0 0 254 254
</file>
<file path="flow/constraint.sdc">
current_design spi_master_apb_if

set clk_period 10.5
set clk_io_pct 0.2

create_clock -name clk0 -period $clk_period [get_ports {HCLK}]

set non_clock_inputs [all_inputs -no_clocks]
set_input_delay [expr $clk_period * $clk_io_pct] -clock clk0 $non_clock_inputs
set_output_delay [expr $clk_period * $clk_io_pct] -clock clk0 [all_outputs]
</file>
<file path="flow/design.v">
module spi_master_apb_if
#(
    parameter BUFFER_DEPTH   = 32,
    parameter APB_ADDR_WIDTH = 32,   
    parameter BIGLOG_BUFFER_DEPTH = ((BUFFER_DEPTH) < ( 1 ) ? 0 : (BUFFER_DEPTH) < ( 2 ) ? 1 : (BUFFER_DEPTH) < ( 4 ) ? 2 : (BUFFER_DEPTH) < ( 8 ) ? 3 : (BUFFER_DEPTH) < ( 16 )  ? 4 : (BUFFER_DEPTH) < ( 32 )  ? 5 : (BUFFER_DEPTH) < ( 64 )  ? 6 : (BUFFER_DEPTH) < ( 128 ) ? 7 : (BUFFER_DEPTH) < ( 256 ) ? 8 : (BUFFER_DEPTH) < ( 512 ) ? 9 : (BUFFER_DEPTH) < ( 1024 ) ? 10 : (BUFFER_DEPTH) < ( 2048 ) ? 11 : (BUFFER_DEPTH) < ( 4096 ) ? 12 : (BUFFER_DEPTH) < ( 8192 ) ? 13 : (BUFFER_DEPTH) < ( 16384 ) ? 14 : (BUFFER_DEPTH) < ( 32768 ) ? 15 : (BUFFER_DEPTH) < ( 65536 ) ? 16 : (BUFFER_DEPTH) < ( 131072 ) ? 17 : (BUFFER_DEPTH) < ( 262144 ) ? 18 : (BUFFER_DEPTH) < ( 524288 ) ? 19 : (BUFFER_DEPTH) < ( 1048576 ) ? 20 : (BUFFER_DEPTH) < ( 1048576 * 2 ) ? 21 : (BUFFER_DEPTH) < ( 1048576 * 4 ) ? 22 : (BUFFER_DEPTH) < ( 1048576 * 8 ) ? 23 : (BUFFER_DEPTH) < ( 1048576 * 16 ) ? 24 : 25)
)
( 
    input  wire                      HCLK,
    input  wire                      HRESETn,
    input  wire [APB_ADDR_WIDTH-1:0] PADDR,
    input  wire               [31:0] PWDATA,
    input  wire                      PSEL,
    input  wire                      PENABLE,
    input  wire                      PWRITE, 
    output reg               [31:0] PRDATA,
    output wire                      PREADY,
    output wire                      PSLVERR,
    output reg                      spi_rd, 
    output reg                      spi_wr, 
    output reg                      spi_qrd, 
    output reg                      spi_qwr, 
    output reg                      spi_swrst, 
    output reg                [3:0] spi_csreg, 
    output reg                [7:0] spi_clk_div, 
    output reg               [31:0] spi_cmd,
    output reg               [31:0] spi_addr,
    output reg                [5:0] spi_cmd_len,
    output reg                [5:0] spi_addr_len, 
    output reg               [15:0] spi_data_len, 
    output reg               [15:0] spi_dummy_rd,
    output reg               [15:0] spi_dummy_wr,
    output wire               [31:0] spi_data_tx,
    output wire                      spi_data_tx_valid,
    input  wire                      spi_data_tx_ready,
    input  wire               [31:0] spi_status,
    input  wire               [31:0] spi_data_rx,
    input  wire                      spi_data_rx_valid,
    output wire                      spi_data_rx_ready,
    output reg [BIGLOG_BUFFER_DEPTH:0] spi_int_th_tx, 
    output reg [BIGLOG_BUFFER_DEPTH:0] spi_int_th_rx, 
    output reg [BIGLOG_BUFFER_DEPTH:0] spi_int_cnt_tx, 
    output reg [BIGLOG_BUFFER_DEPTH:0] spi_int_cnt_rx, 
    output reg                      spi_int_cnt_en, 
    output reg                      spi_int_en, 
    output wire                      spi_int_rd_sta, 
    output reg                      spi_clk_div_valid
);
    wire [3:0] write_address;
    wire [3:0] read_address;
    assign write_address = PADDR[5:2];
    assign read_address  = PADDR[5:2];
    assign PSLVERR = 1'b0;
    assign PREADY  = 1'b1;
    assign spi_int_rd_sta = PSEL & PENABLE & ~PWRITE & (read_address  == 4'b1010);
    always @( posedge HCLK or negedge HRESETn )
    begin
        if ( HRESETn == 1'b0 )
        begin
            spi_swrst         <= 1'b0;
            spi_rd            <= 1'b0;
            spi_wr            <= 1'b0;
            spi_qrd           <= 1'b0;
            spi_qwr           <= 1'b0;
            spi_clk_div_valid <= 1'b0; 
            spi_clk_div       <= 8'b0;
            spi_cmd           <= 32'b0;
            spi_addr          <= 32'b0;
            spi_cmd_len       <=  6'b0;
            spi_addr_len      <=  6'b0;
            spi_data_len      <=  16'b0;
            spi_dummy_rd      <=  16'b0;
            spi_dummy_wr      <=  16'b0;
            spi_csreg         <=  4'b0;
            spi_int_th_tx     <=  {(BIGLOG_BUFFER_DEPTH+1){1'b0}};
            spi_int_th_rx     <=  {(BIGLOG_BUFFER_DEPTH+1){1'b0}};
            spi_int_cnt_tx    <=  {(BIGLOG_BUFFER_DEPTH+1){1'b0}};
            spi_int_cnt_rx    <=  {(BIGLOG_BUFFER_DEPTH+1){1'b0}};
            spi_int_cnt_en    <= 1'b0; 
            spi_int_en        <= 1'b0; 
        end
        else  if (PSEL && PENABLE && PWRITE)
              begin
                  spi_swrst         <= 1'b0;
                  spi_rd            <= 1'b0;
                  spi_wr            <= 1'b0;
                  spi_qrd           <= 1'b0;
                  spi_qwr           <= 1'b0;
                  spi_clk_div_valid <= 1'b0;
                  case(write_address)
                  4'b0000:
                  begin
                      spi_rd    <= PWDATA[0];
                      spi_wr    <= PWDATA[1];
                      spi_qrd   <= PWDATA[2];
                      spi_qwr   <= PWDATA[3];
                      spi_swrst <= PWDATA[4];
                      spi_csreg <= PWDATA[11:8];
                  end
                  4'b0001:
                  begin
                      spi_clk_div       <= PWDATA[7:0];
                      spi_clk_div_valid <= 1'b1;
                  end
                  4'b0010:
                      spi_cmd <= PWDATA;
                  4'b0011:
                      spi_addr <= PWDATA;
                  4'b0100:
                  begin
                      spi_cmd_len        <= PWDATA[5:0];
                      spi_addr_len       <= PWDATA[13:8];
                      spi_data_len[7:0]  <= PWDATA[23:16];
                      spi_data_len[15:8] <= PWDATA[31:24];
                  end
                  4'b0101:
                  begin
                      spi_dummy_rd[7:0]  <= PWDATA[7:0];
                      spi_dummy_rd[15:8] <= PWDATA[15:8];
                      spi_dummy_wr[7:0]  <= PWDATA[23:16];
                      spi_dummy_wr[15:8] <= PWDATA[31:24];
                  end
                  4'b1001:
                  begin
                      spi_int_th_tx  <= PWDATA[     BIGLOG_BUFFER_DEPTH: 0];
                      spi_int_th_rx  <= PWDATA[ 8 + BIGLOG_BUFFER_DEPTH: 8];
                      spi_int_cnt_tx <= PWDATA[16 + BIGLOG_BUFFER_DEPTH:16];
                      spi_int_cnt_rx <= PWDATA[24 + BIGLOG_BUFFER_DEPTH:24];
                      spi_int_cnt_en <= PWDATA[30];
                      spi_int_en     <= PWDATA[31];
                  end
                  endcase
              end
              else
              begin
                  spi_swrst         <= 1'b0;
                  spi_rd            <= 1'b0;
                  spi_wr            <= 1'b0;
                  spi_qrd           <= 1'b0;
                  spi_qwr           <= 1'b0;
                  spi_clk_div_valid <= 1'b0;
              end
    end  
    always @(*) 
    begin
      case(read_address)
        4'b0000:
            PRDATA = spi_status; 
        4'b0001:
            PRDATA = {24'h00_0000,spi_clk_div};
        4'b0010:
            PRDATA = spi_cmd;
        4'b0011:
            PRDATA = spi_addr;
        4'b0100:
            PRDATA = {spi_data_len,2'b00,spi_addr_len,2'b00,spi_cmd_len};
        4'b0101:
            PRDATA = {spi_dummy_wr,spi_dummy_rd};
        4'b1000:
            PRDATA = spi_data_rx;
        4'b1001:
        begin
            PRDATA                           = 32'b0;
            PRDATA[     BIGLOG_BUFFER_DEPTH: 0] = spi_int_th_tx;
            PRDATA[ 8 + BIGLOG_BUFFER_DEPTH: 8] = spi_int_th_rx;
            PRDATA[16 + BIGLOG_BUFFER_DEPTH:16] = spi_int_cnt_tx;
            PRDATA[24 + BIGLOG_BUFFER_DEPTH:24] = spi_int_cnt_rx;
            PRDATA[30]                       = spi_int_cnt_en;
            PRDATA[31]                       = spi_int_en;
        end
        default:
            PRDATA = 32'b0;
      endcase
    end  
    assign spi_data_tx       = PWDATA;
    assign spi_data_tx_valid = PSEL & PENABLE &  PWRITE & (write_address == 4'b0110);
    assign spi_data_rx_ready = PSEL & PENABLE & ~PWRITE & (read_address  == 4'b1000);
endmodule
</file>
==> reports/results.ini <==
[floorplanning]
num_rows = 85
ios = 376
fp_util_pct = 16.1
fp.dieW_um = 254
core_area_um2 = 54000
die_h_um = 254
die-area_um2 = 64500

[clocking]
cts.sinks = 171
cts_made_buffers = 17
clock_latency_ns = 0.48
cts_root_buffer = clkbuf_16
cts_setup_buffers = 0
holdBufCountCts = 0
clockBufferDepth = 2
clk_pin_slew_worst_paths_ns = 0.07
cts_max_level = 4
cts_resized = 0
tritoncts = built

[final_timing]
skew_ns = 0
max_freq_mhz = 144
relSlewSlack_pct = 47.3
hold_viol = 0
worst_pin_slew_ns = 0.788
fin_crit_sh_pct = 66.1
rsz0062_at_grt = no
setup_viol = 0
tns_ns = 0
period_needed_ns = 6.94
slew_violations = 0
worst_slack_ns = 3.56

[detailed_routing]
wire_per_inst_um = 25.7
num_vias = 6994
drc = 0
wirelength_mm = 42.9
vias_per_cell = 4.19
initialDrtViolationCount = 297
antenna_left = 0
dr.pass1.iters = 4

[synth]
yosysTopAreaCell = dfrtp_1
most_common_cell = dfrtp_1
ys.flops = 171
ys.flop_type = dfrtp_1
synth_cell_types = 54
top_cells_by_area = dfrtp_1 (49%), mux2_2 (18%), mux2_4 (5.2%)
ys.warnings.count = 1
postSynth.asyncResetShare_pct = 100
edf_count = 0
top_area_share_pct = 49.2
ys_cells = 668
common_cells = dfrtp_1 (171), mux2_2 (141), a22oi_1 (50)
ys_seq_share_pct = 49.2
avgSynthCellArea_um2 = 13.0
postSynthCellCount = 668
netlist_area_um2 = 8690
yosys_area_um2 = 8690

[worst_setup_path]
r2r_end = spi_cmd[0]
crit_path_cell_trace = buf_2 > buf_4 > nand2b_1 > buf_4 > a21oi_1 > or4_1 > clkdlybuf4s50_1
critPathMaxFanout = 27
ff2ff_setup_slack_ns = 9.66
arrival_ns = 4.84
max_stage_delay_ns = 0.58
cp_slowest_cell = or4_1
crit_buf_inv = 4
cp.required_ns = 8.40
worstSetupStartpointType = primary input
worst_setup_path_end_kind = output port
regToRegStartpoint = spi_cmd[0]
critical_path_class = in2out
path_common_cell = buf_4
rr_worst_depth = 1
path_delay_family = buffers and inverters
worstSetupPathDepth = 7

[grt]
grt_pass1_wl_mm = 60.3
antenna_found_initial = 3
grt_max_degree = 48
grt_pass1_vias = 7591
grt.overflow.total = 0
track_usage_pct = 13.3

[status]
status = complete, no violations

[power]
p_int_uw = 1390
p_clk_share_pct = 33.9
peakVddDrop_mv = 0.100
total_power_uw = 1900
swShare_pct = 26.6
cellPowerDensity_nw_per_um2 = 144
p_sw_uw = 505
cellLeakagePower_uw = 0.00552
seqPwrFrac_pct = 42.8
pwr-share-comb_pct = 23.3

[placement]
finalWeightedCongestion = 0.836
placed_cell_area_um2 = 12600
io_buffers = 343
pre_cts_slack_ns = 3.45
hpwl_mm = 31.0

[job]
maxCapViolCount = 0
warnings = 55

[worst_hold_path]
hold_class = reg2reg
worstHoldPathCells = 1
min_to = spi_csreg[2]
holdCritStartpoint = spi_csreg[2]

[layout]
fin_area_um2 = 13200
layout-drive-gt1-share_pct = 25.1
syn2layout_area_growth_pct = 51.9
fin_util_pct = 24.4

[worst max path at each step]
stage | start | slack (ns) | to
final | PADDR[3] | 3.56 | PRDATA[5]
after global routing | PADDR[3] | 3.38 | PRDATA[5]
after CTS | PADDR[3] | 3.45 | PRDATA[5]
[cell families (layout without fill, tap and decap cells)]
family	after synthesis	count (layout)	share of synthesized area [%]
buffers and inverters	91	397	6.32
muxes	199	199	27.1
and+or+nand+nor	92	92	7.34
DFF	171	171	49.2
other	2	3	0.0864
AOI/OAI and AO/OA	113	113	9.95
[layout by cell type (no fill, tap or decap), drive strengths merged, types with 6 or more instances in the layout]
cell,count
nand3,6
nor2,9
dfrtp,171
a2bb2oi,12
clkbuf,21
nand2,6
clkdlybuf4s50,338
buf,26
nand3b,22
mux2,178
a21oi,11
and2,7
o221ai,20
mux2i,19
a22oi,50
[cell type report]
cell class                      instances  area (um^2)
Antenna cell                            1         2.50
Clock buffer                           20          447
Clock inverter                         10          119
Fill cell                            5672        40800
Inverter                                2         7.51
Multi-Input combinational cell        406         3890
Sequential cell                       171         4280
Tap cell                              696          871
Timing Repair Buffer                  365         3580
[flip-flops by register name, summed over array words and instances, names as in the netlist, 7 cells and up]
register and count:
spi_addr 32, spi_cmd 32, spi_data_len 16, spi_dummy_rd 16, spi_dummy_wr 16, spi_clk_div 8, spi_int_cnt_rx 7, spi_int_cnt_tx 7
spi_int_th_rx 7, spi_int_th_tx 7
[metrics by stage]
step | cells | hold slack [ns]
2_1_floorplan | 668 | 0.456
3_3_place_gp | 1640 | 0.491
3_5_place_dp | 1640 | 0.494
4_1_cts | 1670 | 0.510
5_1_grt | 1670 | 0.532
6_report | 1671 | 0.507
[power by group through the flow]
stage | clock network [uW] | registers, uW | logic (uW)
6_report | 643 | 813 | 443
5_1_grt | 694 | 825 | 481
4_1_cts | 675 | 813 | 456
[routing by layer]
layer / part of all wire [%] / GRT usage, % / vias up / wire [um]
met1: 43 / 17.5 / 3581 / 18300
met4: 1.3 / 1.52 / 4 / 574
li1: - / - / 3074 / -
met5: 0.063 / 0 / - / 27
met2: 47 / 21.3 / 299 / 20000
met3: 9.3 / 5.05 / 36 / 4010
Power and IR drop assume default switching activity.
