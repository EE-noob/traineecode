==> design/flow/design.v <==
module spi_bulk_erase(
	input	sys_clk		,		 
	input	sys_rst_n	,   	 
	input	spi_miso	,   	 
	output	spi_sclk	,   	 
	output	spi_cs    	,   	 
	output	spi_mosi	    	 
);
wire			spi_start	;	 
wire			spi_end		;    
wire	[7:0]  	data_send   ;    
wire         	send_done	;    
spi_bulk_erase_ctrl	spi_bulk_erase_ctrl_inst
(
    .sys_clk		(sys_clk	), 			
    .sys_rst_n		(sys_rst_n	), 			
	.send_done		(send_done	), 			
    .spi_start		(spi_start	),			
    .spi_end		(spi_end	),			
    .data_send    	(data_send	)			
);
spi_drive	spi_drive_inst(
	.sys_clk		(sys_clk	), 			
	.sys_rst_n		(sys_rst_n	), 			
	.spi_start		(spi_start	), 			
	.spi_end		(spi_end	), 			
	.data_send		(data_send	), 			
	.data_rec  		(			), 			
	.send_done		(send_done	), 			
	.rec_done		(			), 			
	.spi_miso		(spi_miso	), 			
	.spi_sclk		(spi_sclk	), 			
	.spi_cs    		(spi_cs		), 			
	.spi_mosi		(spi_mosi	)			
);
endmodule
module spi_bulk_erase_ctrl
(
    input               sys_clk		, 			 
    input               sys_rst_n	, 			 
	input         		send_done	, 			 
    output  reg         spi_start	,			 
    output  reg        	spi_end		,			 
    output  reg  [7:0]  data_send    			 
);
parameter 	WR_EN 		= 8'b0000_0110, 			 
			BULK_ERASE 	= 8'b1100_0111, 			 
			READ 		= 8'h0000_0011;				 
reg	[7:0]	flow_cnt;							 
reg	[31:0]	cnt_wait;							 
always@(posedge sys_clk or negedge sys_rst_n)begin
	if(!sys_rst_n)begin
		data_send <= 8'd0;
		spi_start <= 1'b0;	
		flow_cnt <= 1'd0;
		cnt_wait <= 'd0;
	end
	else begin
		spi_start <= 1'b0;							 
		spi_end <= 1'b0;                             
		case(flow_cnt)
			'd0:begin
				if(cnt_wait == 100)begin			 
					cnt_wait <= 8'd0;
					flow_cnt <= flow_cnt + 1'd1;
				end
				else begin
					cnt_wait <= cnt_wait + 1'd1;
					flow_cnt <= flow_cnt;								
				end
			end
			'd1:begin									
				data_send <= WR_EN;					 
				spi_start <= 1'b1;					 
				flow_cnt <= flow_cnt + 1'd1;
			end	
			'd2:begin
				if(send_done)begin					 
					flow_cnt <= flow_cnt + 1'd1;
					spi_end <= 1'b1;				 
				end
				else
					flow_cnt <= flow_cnt;
			end	
			'd3:begin
				if(cnt_wait == 10)begin				 
					cnt_wait <= 8'd0;				 
					flow_cnt <= flow_cnt + 1'd1;
				end
				else begin
					cnt_wait <= cnt_wait + 1'd1;
					flow_cnt <= flow_cnt;								
				end
			end
			'd4:begin									
				data_send <= BULK_ERASE;             
				spi_start <= 1'b1;					 
				flow_cnt <= flow_cnt + 1'd1;
			end	
			'd5:begin
				if(send_done)begin					 
					flow_cnt <= flow_cnt + 1'd1;
					spi_end <= 1'b1;				 
				end
				else
					flow_cnt <= flow_cnt;
			end					
			'd6:begin								 
					flow_cnt <= flow_cnt;
			end				
			default:;
		endcase
	end
end
endmodule
`timescale 1ns/1ns		 
module spi_drive
(
    input               sys_clk		, 					 
    input               sys_rst_n	, 					 
    input               spi_start	,					 
    input              	spi_end		,					 
    input        [7:0]  data_send   , 					 
    output  reg  [7:0]  data_rec  	, 					 
    output  reg         send_done	, 					 
    output  reg         rec_done	, 					 
    input               spi_miso	, 					 
    output  reg         spi_sclk	, 					 
    output  reg         spi_cs    	, 					 
    output  reg         spi_mosi						 
);		
reg	[1:0]	cnt;										 
reg	[3:0]	bit_cnt_send;								 
reg	[3:0]	bit_cnt_rec;								 
reg			spi_end_req;								 
always @(posedge sys_clk or negedge sys_rst_n)begin
	if(!sys_rst_n)
		cnt <= 2'd0;						
	else if(!spi_cs)begin
		if(cnt == 2'd3)
			cnt <= 2'd0;
		else
		cnt <= cnt + 1'b1;		
	end
	else 
		cnt <= 2'd0;	
end
always @(posedge sys_clk or negedge sys_rst_n)begin
	if(!sys_rst_n)
		spi_sclk <= 1'b0;								 
	else if(!spi_cs)begin								 
		if(cnt == 2'd0 )
			spi_sclk <= 1'b0;
		else if (cnt == 2'd2)
			spi_sclk <= 1'b1;
		else 
			spi_sclk <= spi_sclk;	
	end
	else 
		spi_sclk <= 1'b0;								 
end
always @(posedge sys_clk or negedge sys_rst_n)begin
	if(!sys_rst_n)
		spi_cs <= 1'b1;									 
	else if(spi_start)									 
		spi_cs <= 1'b0;
	else if(spi_end_req && (cnt == 2'd1 && bit_cnt_rec == 4'd0))
		spi_cs <= 1'b1;									 
end
always @(posedge sys_clk or negedge sys_rst_n)begin
	if(!sys_rst_n)
		spi_end_req <= 1'b0;							 
	else if(spi_cs)										
		spi_end_req <= 1'b0;							 
	else if(spi_end)									
		spi_end_req <= 1'b1;							 
end
always @(posedge sys_clk or negedge sys_rst_n)begin
	if(!sys_rst_n)begin
		spi_mosi <= 1'b0;								 
		bit_cnt_send <= 4'd0;		
	end		
	else if(cnt == 2'd0 && !spi_cs)begin				 
		spi_mosi <= data_send[7-bit_cnt_send];			 
		if(bit_cnt_send == 4'd7)						 
			bit_cnt_send <= 4'd0;		
		else		
			bit_cnt_send <= bit_cnt_send + 1'b1;			
	end		
	else if(spi_cs)begin								 
		spi_mosi <= 1'b0;								 
		bit_cnt_send <= 4'd0;
	end
	else begin
		spi_mosi <= spi_mosi;
		bit_cnt_send <= bit_cnt_send;
	end
end
always @(posedge sys_clk or negedge sys_rst_n)begin
	if(!sys_rst_n)
		send_done <= 1'b0;			
	else if(cnt == 2'd0 && bit_cnt_send == 4'd7)		 
		send_done <= 1'b1;								 
	else 
		send_done <= 1'b0;			
end
always @(posedge sys_clk or negedge sys_rst_n)begin
	if(!sys_rst_n)begin
		data_rec <= 8'd0;		
		bit_cnt_rec <= 4'd0;
	end
	else if(cnt == 2'd2 && !spi_cs)begin				 
		data_rec[7-bit_cnt_rec] <= 	spi_miso;			 
		if(bit_cnt_rec == 4'd7)							 
			bit_cnt_rec <= 4'd0;
		else
			bit_cnt_rec <= bit_cnt_rec + 1'b1;	
	end
	else if(spi_cs)begin								
		bit_cnt_rec <= 4'd0;
	end
	else begin
		data_rec <= data_rec;
		bit_cnt_rec <= bit_cnt_rec;
	end
end
always @(posedge sys_clk or negedge sys_rst_n)begin
	if(!sys_rst_n)
		rec_done <= 1'b0;									
	else if(cnt == 2'd2 && bit_cnt_rec == 4'd7)			 
		rec_done <= 1'b1;								 
	else 
		rec_done <= 1'b0;					
end
endmodule
==> design/flow/run.sh <==
#!/bin/bash
# OpenROAD 26Q1-2900-gdf79404cd8, Yosys 0.63+post, stock flow scripts
make -C /OpenROAD-flow-scripts/flow DESIGN_CONFIG=/design/flow/config.mk WORK_HOME=/design/flow/orfs finish
==> design/flow/config.mk <==
export PLATFORM = sky130hd
export DESIGN_NAME = spi_bulk_erase
export DESIGN_NICKNAME = spi_bulk_erase
export VERILOG_FILES = /design/flow/design.v
export SDC_FILE = /design/flow/constraint.sdc
export NUM_CORES = 4
export LEC_CHECK = 1
export CORE_UTILIZATION = 30
==> design/flow/constraint.sdc <==
current_design spi_bulk_erase

set clk_period 9.2
set clk_io_pct 0.2

create_clock -name clk0 -period $clk_period [get_ports {sys_clk}]

set non_clock_inputs [all_inputs -no_clocks]
set_input_delay [expr $clk_period * $clk_io_pct] -clock clk0 $non_clock_inputs
set_output_delay [expr $clk_period * $clk_io_pct] -clock clk0 [all_outputs]
==> run notes <==
The full implementation flow was run.

The run finished with clean final reports. In this run the tool buffered the top-level ports with 4 buffer cells. TritonCTS built the clock tree.

The total number of yosys warnings stands at 2. Yosys attributes the largest share of cell area to sky130_fd_sc_hd__dfrtp_1 48%, sky130_fd_sc_hd__ha_1 5.9%, sky130_fd_sc_hd__xnor2_1 5.9%, sky130_fd_sc_hd__nand2_1 2.9%, sky130_fd_sc_hd__nor2_1 2.9%. The highest clock rate this design can be run at is 297 MHz. The post-synthesis sequential area ratio stands at 49.9%. In the routed layout, each cell is associated on average with a via count of 4.76.

The chip width stands at 101 um. Synthesis produced a netlist whose cell count is 280. The final antenna diode count stands at 0. Looking at the clock tree report, the root buffer type is sky130_fd_sc_hd__clkbuf_8. The remaining max-slew budget at the tightest pin stands at 50.5%. After synthesis the cells add up to 2970 um^2. The post-cts sizing count stands at 0.

The most common logic cells in the final layout are 57 x sky130_fd_sc_hd__dfrtp_1, 23 x sky130_fd_sc_hd__nand2_1, 23 x sky130_fd_sc_hd__nor2_1. Counting tap cells, the placed design contains a total of 406 instances. The hold-critical path depth stands at 1. Per the synth log, the flip-flop and latch total comes to 59. Looking at the post-CTS report, the setup buffer insertion count equals 0.

Together, buffers and inverters on the worst path number 1. Row generation in the floorplan step produced 35 rows. The area fraction of the dominant cell type after synthesis stands at 48.0%. The leakage component of the power stands at 1.45 nW.

The highest cell delay on the worst timing path stands at 690 ps. TritonRoute output was used to compute an average wire per cell of 11.5 um. In this design, the largest share of critical-path delay is due to flip-flops. The clock edge transition at the registers on the reported setup and hold paths stands at 60 ps. Per the final layout report, the fraction of cells sized above drive strength 1 comes to 10.2%. The total congestion overflow after global routing stands at 0. According to the floorplan report, the die height is 101 um. The accumulated negative setup slack stands at 0 ps. Across all layers, the routed design uses 2007 vias.

The tree built by TritonCTS fans out to 59 sinks. The half-perimeter wire length after placement stands at 3230 um. Setup repair after global routing left no endpoint under its margin. The final core utilization stands at 35.6%. The area of the die stands at 10300 um^2.

By instance count after routing, the leading logic cell type is sky130_fd_sc_hd__dfrtp_1. Across the VDD grid, the largest voltage drop is 60.3 uV. The number of hold violations in the final report stands at 0. The number of antenna violations at the first check in global routing is 0. The detailed-route wire length stands at 4870 um.

The pin count of the biggest net entering global routing stands at 60. Per the timing report, the biggest fanout along the worst path comes to 15. The final critical-path setup slack stands at 5830 ps. The final number of setup-violating endpoints stands at 0. The synthesis area per yosys stands at 2970 um^2. The via count of the first global-routing pass stands at 1947. Traced cell by cell, the critical path runs through clkdlybuf4s50_1.

Per the synthesis report, the dominant area consumer among library cells is sky130_fd_sc_hd__dfrtp_1. Per the summary, power density relative to cell area is 174 nW/um^2. The count of different cell masters after synthesis stands at 47. The remaining number of nets flagged by the antenna check after routing stands at 0. The pre-CTS setup slack stands at 6160 ps. Before placement the cells fill 31.5% of the core. The synth_stat.txt file lists the number of cells as 280.

The cell depth of the worst setup path stands at 1. The logs give a warning total of 35. For this run, the number of standard cells in the final layout without fillers is 422. The worst path needs 3370 ps of the cycle, external delays included.

The final RePlAce weighted congestion stands at 0.778. At the pin with the least slew margin, the transition time is 742 ps. Note that the worst hold path type here is reg -> reg. The max-capacitance violation count stands at 0. The CTS buffer count stands at 9. In this run the layout overhead on the synthesized area is reported as 12.9%. The number of slew-limit violations in the final report stands at 0. The number of enable flip-flop cells stands at 1.

The synthesis report gives the async set-or-reset register share as 98.3%. The final worst clock skew stands at 9.51 ps. The arrival time of the worst setup path stands at 1530 ps.

The pre-antenna-repair detailed-routing pass consisted of 4 iterations. The first global-routing pass estimated 8860 um of wire. The longest clock path from root to sink contains 2 buffers. The commonest register cell is sky130_fd_sc_hd__dfrtp_1.

The area of the core stands at 9420 um^2. STA classifies the critical path endpoint as a primary output. The number of design-rule violations left by the first detailed-router iteration stands at 99. The count of boundary I/O pins stands at 6.

The number of H-tree branching levels stands at 3. Total global-route track usage over all layers is 10.9%. Looking at the critical path, the single cell with the biggest stage delay is sky130_fd_sc_hd__dfstp_2.

The number of hold buffers added after cts stands at 0. STA classifies the critical path startpoint as a flip-flop. The worst setup path is of the reg -> out kind.

The clock latency on the worst-skew pair stands at 340 ps. The final clock period utilization by the worst path stands at 36.6%. The worst register-to-register path depth is 7.

The synthesized area per cell stands at 10.6 um^2. After detailed routing, the number of remaining DRC violations is 0. The data required time at the worst endpoint stands at 7360 ps.
[cells in the mapped netlist (2+ instances only)]
master                     number
sky130_fd_sc_hd__a21oi_1        8
sky130_fd_sc_hd__a31oi_1        3
sky130_fd_sc_hd__and3_1        11
sky130_fd_sc_hd__clkbuf_1       8
sky130_fd_sc_hd__dfrtp_1       57
sky130_fd_sc_hd__ha_1          14
sky130_fd_sc_hd__inv_1         13
sky130_fd_sc_hd__mux2_2         2
sky130_fd_sc_hd__mux2i_1        6
sky130_fd_sc_hd__nand2_1       23
sky130_fd_sc_hd__nand2b_1       3
sky130_fd_sc_hd__nand3_1       15
sky130_fd_sc_hd__nand3b_1       2
sky130_fd_sc_hd__nand4_1       10
sky130_fd_sc_hd__nor2_1        23
sky130_fd_sc_hd__nor2b_1        4
sky130_fd_sc_hd__nor3_1         8
sky130_fd_sc_hd__nor4_1         7
sky130_fd_sc_hd__nor4_4         2
sky130_fd_sc_hd__o211ai_1       2
sky130_fd_sc_hd__o21ai_1        5
sky130_fd_sc_hd__or3_1          3
sky130_fd_sc_hd__xnor2_1       20
sky130_fd_sc_hd__xor2_1         8
[layer usage]
| metal | vias up | GRT usage, % | part of all wire (%) |
|---|---|---|---|
| met5 | - | 0 | 0 |
| met4 | 0 | 1.00 | 1.1 |
| met3 | 5 | 3.36 | 4.2 |
| met2 | 28 | 16.7 | 43 |
| met1 | 971 | 16.4 | 51 |
| li1 | 1003 | - | - |
[final cells by class]
type,instances,area [um^2]
inverters,13,48.8
clock inverters,5,77.6
clock buffers,11,131
flip-flops and latches,59,1480
well taps,129,161
fillers,944,6060
repair buffers,5,42.5
multi-input cells,200,1410
[through the flow]
| step | hold slack (ps) | power [mW] | area (um^2) |
|---|---|---|---|
| floorplan | 344 | 0.320 | 2970 |
| global placement | 347 | 0.339 | 3140 |
| detailed placement | 358 | 0.341 | 3140 |
| CTS | 368 | 0.595 | 3350 |
| global route | 381 | 0.613 | 3350 |
| finish | 363 | 0.584 | 3350 |
[cells by family after synthesis]
| kind of cell | synth area share [%] |
|---|---|
| AND/OR/NAND/NOR | 23.3 |
| flip-flops | 49.9 |
| AND-OR/OR-AND | 6.70 |
| XOR/XNOR | 8.26 |
| buffers and inverters | 2.66 |
| adder cells (fa/ha/maj) | 5.90 |
| multiplexers | 3.29 |
[flip-flops by register name (all words and copies together), names as in the netlist]
register and flops:
spi_drive_inst.send_done 1, spi_bulk_erase_ctrl_inst.spi_start 1, spi_drive_inst.spi_cs 1, spi_drive_inst.cnt 2, spi_bulk_erase_ctrl_inst.flow_cnt 8, spi_drive_inst.spi_mosi 1, spi_drive_inst.bit_cnt_rec 4, spi_bulk_erase_ctrl_inst.spi_end 1
spi_drive_inst.spi_sclk 1, spi_bulk_erase_ctrl_inst.data_send 2, spi_bulk_erase_ctrl_inst.cnt_wait 32, spi_drive_inst.spi_end_req 1, spi_drive_inst.bit_cnt_send 4
[report_power, final]
| group | internal [mW] | switching [mW] | total (mW) |
|---|---|---|---|
| registers | 0.272 | 0.0179 | 0.290 |
| clock network | 0.152 | 0.0980 | 0.250 |
| logic | 0.0213 | 0.0233 | 0.0446 |
[path summary, 6_finish.rpt]
path / start / to / slack [ps]
worst max-delay path: spi_drive_inst.spi_cs$_DFFE_PN1P_ / spi_cs / 5830
worst min-delay path: spi_bulk_erase_ctrl_inst.spi_start$_DFF_PN0_ / spi_drive_inst.spi_cs$_DFFE_PN1P_ / 360
worst max register to register: spi_bulk_erase_ctrl_inst.flow_cnt[0]$_DFFE_PN0P_ / spi_bulk_erase_ctrl_inst.cnt_wait[31]$_DFFE_PN0P_ / 6910
worst min register to register: spi_bulk_erase_ctrl_inst.spi_start$_DFF_PN0_ / spi_drive_inst.spi_cs$_DFFE_PN1P_ / 360
max in group asynchronous: sys_rst_n / spi_bulk_erase_ctrl_inst.cnt_wait[4]$_DFFE_PN0P_ / 7060
min in group asynchronous: sys_rst_n / spi_bulk_erase_ctrl_inst.cnt_wait[23]$_DFFE_PN0P_ / 1650
Power and IR drop assume default switching activity.
