[run.sh]
#!/bin/bash
# OpenROAD 26Q1-2900-gdf79404cd8, Yosys 0.63+post, stock flow scripts
make -C /OpenROAD-flow-scripts/flow DESIGN_CONFIG=/design/flow/config.mk WORK_HOME=/design/flow/orfs finish
[config.mk]
export PLATFORM = sky130hd
export DESIGN_NAME = spi_page_program
export DESIGN_NICKNAME = spi_page_program
export VERILOG_FILES = /design/flow/design.v
export SDC_FILE = /design/flow/constraint.sdc
export NUM_CORES = 4
export LEC_CHECK = 1
export CORE_UTILIZATION = 30
[constraint.sdc]
current_design spi_page_program

set clk_period 3.1
set clk_io_pct 0.2

create_clock -name clk0 -period $clk_period [get_ports {sys_clk}]

set non_clock_inputs [all_inputs -no_clocks]
set_input_delay [expr $clk_period * $clk_io_pct] -clock clk0 $non_clock_inputs
set_output_delay [expr $clk_period * $clk_io_pct] -clock clk0 [all_outputs]
[design.v]
`timescale 1ns/1ns		 
module spi_page_program(
	input	sys_clk		,		 
	input	sys_rst_n	,   	 
	input	spi_miso	,   	 
	output	spi_sclk	,   	 
	output	spi_cs    	,   	 
	output	spi_mosi	    	 
);
parameter 	SECTOR_ADDR = 8'h10; 			 
parameter	PAGE_ADDR   = 8'h10;			 
parameter	BYTE_ADDR   = 8'h10;			 
wire			spi_start	;	 
wire			spi_end		;    
wire	[7:0]  	data_send   ;    
wire	[7:0]  	data_rec   	;    
wire         	send_done	;    
wire         	rec_done	;    
spi_page_program_ctrl
#(
	.SECTOR_ADDR 	(SECTOR_ADDR),
	.PAGE_ADDR   	(PAGE_ADDR  ),
    .BYTE_ADDR   	(BYTE_ADDR  )
)	
spi_sector_erase_ctrl_inst
(
    .sys_clk		(sys_clk	), 			
    .sys_rst_n		(sys_rst_n	), 			
	.send_done		(send_done	), 			
    .spi_start		(spi_start	),			
    .spi_end		(spi_end	),			
    .data_send    	(data_send	)						
);
spi_drive	spi_drive_inst(
	.sys_clk		(sys_clk	), 			
	.sys_rst_n		(sys_rst_n	), 			
	.spi_start		(spi_start	), 			
	.spi_end		(spi_end	), 			
	.data_send		(data_send	), 			
	.data_rec  		(data_rec	), 			
	.send_done		(send_done	), 			
	.rec_done		(rec_done	), 			
	.spi_miso		(spi_miso	), 			
	.spi_sclk		(spi_sclk	), 			
	.spi_cs    		(spi_cs		), 			
	.spi_mosi		(spi_mosi	)			
);
endmodule
`timescale 1ns/1ns		 
module spi_page_program_ctrl
#(
	parameter 	SECTOR_ADDR = 8'b0000_0000, 		 
	parameter	PAGE_ADDR   = 8'b0000_0000,			 
	parameter	BYTE_ADDR   = 8'b0000_0000			 
)
(
    input               sys_clk		, 				 
    input               sys_rst_n	, 				 
    input  		        send_done	, 				 
    output  reg         spi_start	,				 
    output  reg        	spi_end		,				 
    output  reg  [7:0]  data_send    				 
);
localparam 	WR_EN 		 = 8'b0000_0110, 			 
			PAGE_PROGRAM = 8'b0000_0010;			 
localparam	DATA_MAX 	 = 8'd10;					 
reg	[7:0]	flow_cnt;								 
reg	[7:0]	cnt_wait;								 
reg	[7:0]	data_cnt;								 
always@(posedge sys_clk or negedge sys_rst_n)begin
	if(!sys_rst_n)begin
		data_send <= 8'd0;
		spi_start <= 1'b0;	
		spi_end <= 1'b0;	
		flow_cnt <= 1'd0;
		cnt_wait <= 8'd0;
		data_cnt <= 8'd0;
	end
	else begin
		spi_start <= 1'b0;							 
		spi_end <= 1'b0;                             
		case(flow_cnt)
			'd0:begin
				if(cnt_wait == 100)begin			 
					cnt_wait <= 8'd0;
					flow_cnt <= flow_cnt + 1'd1;
				end
				else begin
					cnt_wait <= cnt_wait + 1'd1;
					flow_cnt <= flow_cnt;								
				end
			end
			'd1:begin									
				data_send <= WR_EN;					 
				spi_start <= 1'b1;					 
				flow_cnt <= flow_cnt + 1'd1;
			end
			'd2:begin
				if(send_done)begin					 
					flow_cnt <= flow_cnt + 1'd1;
					spi_end <= 1'b1;				 
				end
				else
					flow_cnt <= flow_cnt;
			end	
			'd3:begin
				if(cnt_wait == 10)begin				 
					cnt_wait <= 8'd0;				 
					flow_cnt <= flow_cnt + 1'd1;
				end
				else begin
					cnt_wait <= cnt_wait + 1'd1;
					flow_cnt <= flow_cnt;								
				end
			end
			'd4:begin									
				data_send <= PAGE_PROGRAM;           
				spi_start <= 1'b1;					 
				flow_cnt <= flow_cnt + 1'd1;
			end				
			'd5:begin								 
				if(send_done)begin					 
					flow_cnt <= flow_cnt + 1'd1;
					data_send <= SECTOR_ADDR;		 
				end
				else begin
					flow_cnt <= flow_cnt;
					data_send <= data_send;							
				end
			end	
			'd6:begin								 
				if(send_done)begin					 
					flow_cnt <= flow_cnt + 1'd1;
					data_send <= PAGE_ADDR;			 
				end
				else begin
					flow_cnt <= flow_cnt;
					data_send <= data_send;							
				end
			end	
			'd7:begin								 
				if(send_done)begin					 
					flow_cnt <= flow_cnt + 1'd1;
					data_send <= BYTE_ADDR;			 
				end
				else begin
					flow_cnt <= flow_cnt;
					data_send <= data_send;							
				end
			end	
			'd8:begin								 
				if(send_done)begin					 
					flow_cnt <= flow_cnt + 1'd1;
					data_send <= 8'd0;				 
				end	
				else 
					flow_cnt <= flow_cnt;										
			end				
			'd9:begin										 
				if(send_done)begin							 
					if(data_cnt == DATA_MAX - 1'b1)begin	 
						flow_cnt <= flow_cnt + 1'd1;
						spi_end <= 1'b1;					 
						data_cnt <= 8'd0;
						data_send <= 8'd0;
					end
					else begin
						flow_cnt <= flow_cnt;
						data_cnt <= data_cnt + 8'd1;		 
						data_send <= data_send + 8'd4;		 
					end
				end
				else begin
					flow_cnt <= flow_cnt;
					data_send <= data_send;
					data_cnt <= data_cnt;
				end
			end					
			'd10:begin										 
					flow_cnt <= flow_cnt;
			end				
			default:;
		endcase
	end
end
endmodule
`timescale 1ns/1ns		 
module spi_drive
(
    input               sys_clk		, 					 
    input               sys_rst_n	, 					 
    input               spi_start	,					 
    input              	spi_end		,					 
    input        [7:0]  data_send   , 					 
    output  reg  [7:0]  data_rec  	, 					 
    output  reg         send_done	, 					 
    output  reg         rec_done	, 					 
    input               spi_miso	, 					 
    output  reg         spi_sclk	, 					 
    output  reg         spi_cs    	, 					 
    output  reg         spi_mosi						 
);		
reg	[1:0]	cnt;										 
reg	[3:0]	bit_cnt_send;								 
reg	[3:0]	bit_cnt_rec;								 
reg			spi_end_req;								 
always @(posedge sys_clk or negedge sys_rst_n)begin
	if(!sys_rst_n)
		cnt <= 2'd0;						
	else if(!spi_cs)begin
		if(cnt == 2'd3)
			cnt <= 2'd0;
		else
		cnt <= cnt + 1'b1;		
	end
	else 
		cnt <= 2'd0;	
end
always @(posedge sys_clk or negedge sys_rst_n)begin
	if(!sys_rst_n)
		spi_sclk <= 1'b0;								 
	else if(!spi_cs)begin								 
		if(cnt == 2'd0 )
			spi_sclk <= 1'b0;
		else if (cnt == 2'd2)
			spi_sclk <= 1'b1;
		else 
			spi_sclk <= spi_sclk;	
	end
	else 
		spi_sclk <= 1'b0;								 
end
always @(posedge sys_clk or negedge sys_rst_n)begin
	if(!sys_rst_n)
		spi_cs <= 1'b1;									 
	else if(spi_start)									 
		spi_cs <= 1'b0;
	else if(spi_end_req && (cnt == 2'd1 && bit_cnt_rec == 4'd0))
		spi_cs <= 1'b1;									 
end
always @(posedge sys_clk or negedge sys_rst_n)begin
	if(!sys_rst_n)
		spi_end_req <= 1'b0;							 
	else if(spi_cs)										
		spi_end_req <= 1'b0;							 
	else if(spi_end)									
		spi_end_req <= 1'b1;							 
end
always @(posedge sys_clk or negedge sys_rst_n)begin
	if(!sys_rst_n)begin
		spi_mosi <= 1'b0;								 
		bit_cnt_send <= 4'd0;		
	end		
	else if(cnt == 2'd0 && !spi_cs)begin				 
		spi_mosi <= data_send[7-bit_cnt_send];			 
		if(bit_cnt_send == 4'd7)						 
			bit_cnt_send <= 4'd0;		
		else		
			bit_cnt_send <= bit_cnt_send + 1'b1;			
	end		
	else if(spi_cs)begin								 
		spi_mosi <= 1'b0;								 
		bit_cnt_send <= 4'd0;
	end
	else begin
		spi_mosi <= spi_mosi;
		bit_cnt_send <= bit_cnt_send;
	end
end
always @(posedge sys_clk or negedge sys_rst_n)begin
	if(!sys_rst_n)
		send_done <= 1'b0;			
	else if(cnt == 2'd0 && bit_cnt_send == 4'd7)		 
		send_done <= 1'b1;								 
	else 
		send_done <= 1'b0;			
end
always @(posedge sys_clk or negedge sys_rst_n)begin
	if(!sys_rst_n)begin
		data_rec <= 8'd0;		
		bit_cnt_rec <= 4'd0;
	end
	else if(cnt == 2'd2 && !spi_cs)begin				 
		data_rec[7-bit_cnt_rec] <= 	spi_miso;			 
		if(bit_cnt_rec == 4'd7)							 
			bit_cnt_rec <= 4'd0;
		else
			bit_cnt_rec <= bit_cnt_rec + 1'b1;	
	end
	else if(spi_cs)begin								
		bit_cnt_rec <= 4'd0;
	end
	else begin
		data_rec <= data_rec;
		bit_cnt_rec <= bit_cnt_rec;
	end
end
always @(posedge sys_clk or negedge sys_rst_n)begin
	if(!sys_rst_n)
		rec_done <= 1'b0;									
	else if(cnt == 2'd2 && bit_cnt_rec == 4'd7)			 
		rec_done <= 1'b1;								 
	else 
		rec_done <= 1'b0;					
end
endmodule
==> notes.md <==
fresh numbers from the pnr run: Bufs and invs on worst path 1, diode count 0, Max H-tree Level 2, R2R Setup Slk 840 ps, CP arrival 2440 ps, PwrDens 400 mW/mm^2, Detailed Route Iter0 Violations 59, Worst-Margin Slew 568 ps, first-pass GRT wire length 8360 microns, post-route clock period utilization 0.728, FFs w/ async S/R, synth 1.00, All-Layer GR Usage 0.113, top cells by count 47 x dfrtp_1, 28 x nand2_1, 19 x nor2_1, Via density 4.98, number of synthesized register bits 48, TritonRoute pass-1 iters 4, initial antenna violation count 0, maximum operating frequency 443 MHz, GRT Residual Overflow 0, chip height 96.6 microns, TritonCTS clock tree yes, Yosys top cell by instances dfrtp_1, clk sinks 48, WL final 4660 microns, met3 wire len 107 microns, Resized cells post-CTS 0, Crit Path Class reg2reg, DRT met1 WL 2480 microns, Post-CTS Setup Bufs 0, share of layout cells above drive strength 1 0.0964, Layout area overhead 10.3%, Num CTS Buffers 5, Crit path largest cell delay 420 ps, # port buffers 4, YS chip area 0.00268 sq mm, later-pin clock latency in the skew report 300 ps, Synthesis Warnings 2, Top delay family on crit path multiplexers, Worst setup SP type flip-flop, RSZ-0062 raised after global routing no, vias in the first global route 1874, P_leak 0.00129 uW, Hold Path Class in2async, number of enable flip-flop cells 0, critical path endpoint category flip-flop, cells along the critical path inv_1 > ha_1 > mux2i_1 > o22ai_1 > mux2_2 > a211oi_2 > mux2_2, chip area 0.00933 sq mm, largest net degree at the start of global routing 32, Top cells by area dfrtp_1 44%, ha_1 7.9%, nand2_1 3.9%, nor2_1 2.7%, a21oi_1 2.4%, Root Buffer clkbuf_8, Final Hold Violation Tally 0, routability cong. 0.855, Final setup viols 0, fillers 874, hold buffers post-CTS 0, VDD IR max 263 uV, Final Util 0.341, core area 0.00868 sq mm, CP max FO 8, syn avg cell area 9.65 sq um, Seq share, synth 0.448, Worst path slowest cell dfrtp_1, Detail Route Antenna Nets 0, Max-slew headroom 0.610, Post-Syn Area 0.00268 sq mm, R2R depth 7, Commonest flop dfrtp_1, setup TNS 0 ps, uppermost routed layer met4, vias 1934, routed wire length on met2 2040 microns, RR Endpoint spi_sector_erase_ctrl_inst.flow_cnt[1], Slew Viols, Final 0, Mapped Cells 278, status finished clean, leading area contributor after synthesis dfrtp_1, Initial Util 0.309, Longest Clk Path Bufs 2, max cap viols 0, clock-pin slew of the registers on the worst-case setup and hold paths 100 ps, Routed wire per std cell 12.0 microns, Cell Type Count 48, top-area cell type share of the netlist area 0.438, post-route cell area 0.00296 sq mm, I/O Pins 6, cell mode on critical path mux2_2, Final HPWL DP 3300 microns, WHS 230 ps, r2r startpoint spi_sector_erase_ctrl_inst.flow_cnt[0], drt drc 0, Final min period 2260 ps, critical path required time 3290 ps, die width 96.6 microns, Row Count 34, clock skew 12.2 ps, yosys cell count 278, OpenROAD warnings 36, dpl cell area 0.00282 sq mm
==> state kept, by name, summed over array words and instances, names as in the netlist <==
name                                  cells
spi_sector_erase_ctrl_inst.data_cnt       8
spi_sector_erase_ctrl_inst.data_send      7
spi_drive_inst.cnt                        2
spi_sector_erase_ctrl_inst.spi_end        1
spi_drive_inst.bit_cnt_rec                4
spi_sector_erase_ctrl_inst.spi_start      1
spi_drive_inst.spi_cs                     1
spi_drive_inst.spi_mosi                   1
spi_drive_inst.bit_cnt_send               4
spi_drive_inst.spi_end_req                1
spi_sector_erase_ctrl_inst.cnt_wait       8
spi_drive_inst.send_done                  1
spi_drive_inst.spi_sclk                   1
spi_sector_erase_ctrl_inst.flow_cnt       8
==> cell families (layout without fill, tap and decap cells) <==
logic type	after synthesis	after routing	share of synthesized area
compound gates	51	51	0.132
xor+xnor	7	7	0.0228
fa+ha+maj	17	17	0.0793
buf+inv	30	32	0.0443
flops	48	48	0.448
mux	11	11	0.0480
simple gates	114	114	0.226
==> power breakdown <==
part | total (uW) | switching (uW) | internal, uW
sequential | 626 | 0 | 626
clock | 545 | 220 | 325
combinational | 13.2 | 11.9 | 1.26
total | 1180 | 232 | 952
==> layout by cell type, fill, tap and decap left out, types with 3 or more instances in the layout <==
master	instances
dfrtp_1	47
nand3_1	13
inv_1	17
and3_1	5
nand3b_1	4
a31oi_1	7
a21oi_1	13
clkbuf_8	5
nor3_1	10
o22ai_1	4
or4_1	3
nor2_1	19
or3_1	7
mux2i_1	5
a22o_1	3
xor2_1	5
o21ai_0	10
clkdlybuf4s50_1	3
nand2b_1	8
nand2_1	28
buf_4	3
mux2_2	5
nor2b_1	5
ha_1	17
==> how the worst max path moves through the flow <==
stage	from	to	slack (ps)	cells after the start
global route	spi_sector_erase_ctrl_inst.flow_cnt[0]	spi_sector_erase_ctrl_inst.flow_cnt[1]	650	7
CTS	spi_sector_erase_ctrl_inst.data_cnt[5]	spi_sector_erase_ctrl_inst.flow_cnt[1]	830	6
finish	spi_sector_erase_ctrl_inst.flow_cnt[0]	spi_sector_erase_ctrl_inst.flow_cnt[1]	840	7
==> routing by layer <==
layer	track usage	vias up
met5	0	-
met4	0.0135	0
met3	0.0199	4
met2	0.173	11
met1	0.177	936
li1	-	983
==> cell type report <==
type	instances	area [sq um]	share of cell area
Clock buffer	5	68.8	0.0233
Clock inverter	3	68.8	0.0233
Inverter	17	63.8	0.0216
Multi-Input combinational cell	200	1360	0.460
Sequential cell	48	1200	0.406
Tap cell	108	135	0.0457
Timing Repair Buffer	7	57.6	0.0195
==> per-stage QoR <==
step           instances  total power (uW)  setup WS [ps]
2_1_floorplan        278               638            949
3_3_place_gp         380               652            870
3_5_place_dp         380               652            850
4_1_cts              388              1210            833
5_1_grt              388              1230            654
6_report             388              1180            843
Power is estimated from default activity; no workload was simulated.
